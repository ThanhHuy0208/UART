**flow/design.v**
```verilog
module baud_gen_115200 (
    input  wire clk,        
    input  wire rst,        
    output reg  s_tick      
);
    reg [9:0] acc;  
    always @(posedge clk or negedge rst) begin
        if (!rst) begin
            acc    <= 0;
            s_tick <= 0;
        end else begin
            {s_tick, acc} <= acc + 10'd96;
            if (acc + 10'd96 >= 10'd625) begin
                s_tick <= 1;
                acc    <= acc + 10'd96 - 10'd625;
            end else begin
                s_tick <= 0;
            end
        end
    end
endmodule
module uart_rx #(
    parameter DBIT = 8,            
    parameter SB_TICK = 16         
)(
    input  wire       clk,         
    input  wire       rst,         
    input  wire       rx,          
    input  wire       s_tick,      
    output reg [7:0]  dout,		 
	 output 					tb_led,
    output reg        rx_done_tick 
);
    localparam [1:0]
        IDLE  = 2'b00,
        START = 2'b01,
        DATA  = 2'b10,
        STOP  = 2'b11;
    reg [1:0] state;
    reg [3:0] s_cnt;        
    reg [2:0] bit_index;    
    reg rx_sync0, rx_sync1; 
    always @(posedge clk or negedge rst) begin
        if (!rst) begin
            rx_sync0 <= 1'b1;
            rx_sync1 <= 1'b1;
        end else begin
            rx_sync0 <= rx;
            rx_sync1 <= rx_sync0;
        end
    end
assign tb_led = (state == DATA) ? 1'b1 : 1'b0;
    always @(posedge clk or negedge rst) begin
        if (!rst) begin
            state        <= IDLE;
            s_cnt        <= 0;
            bit_index    <= 0;
            dout         <= 8'b0;
            rx_done_tick <= 1'b0;
        end else begin
            rx_done_tick <= 1'b0;  
            case (state)
                IDLE: begin
                    if (rx_sync1 == 1'b1 && rx_sync0 == 1'b0) begin
                        state     <= START;
                        s_cnt     <= 0;
                    end
                end
                START: begin
                    if (s_tick) begin
                        s_cnt <= s_cnt + 1;
                        if (s_cnt == 4'd7) begin
                            state     <= DATA;
                            s_cnt     <= 0;
                            bit_index <= 0;
                        end
                    end
                end
                DATA: begin
                    if (s_tick) begin
                        s_cnt <= s_cnt + 1;
                        if (s_cnt == 4'd15) begin
                            dout[bit_index] <= rx_sync0;
                            s_cnt <= 0;
                            if (bit_index == DBIT-1) begin
                                state <= STOP;
                            end else begin
                                bit_index <= bit_index + 1;
                            end
                        end
                    end
                end
                STOP: begin
                    if (s_tick) begin
                        s_cnt <= s_cnt + 1;
                        if (s_cnt == (SB_TICK-1)) begin
                            state        <= IDLE;
                            rx_done_tick <= 1'b1;
                        end
                    end
                end
            endcase
        end
    end
endmodule
module uart_3 (
    input uart_rx,
    input  logic clk,          
    input  logic rst_n,        
    output logic SCLK,         
    output logic RCLK,         
    output logic DIO           
);
logic [7:0] bcd_input;
logic [1:0] digit_pos = 0;     
logic [3:0] registers [0:3];   
logic new_data_flag = 0;       
logic [7:0] LED_0F [0:15] = '{
  8'hC0,  
  8'hF9,  
  8'hA4,  
  8'hB0,  
  8'h99,  
  8'h92,  
  8'h82,  
  8'hF8,  
  8'h80,  
  8'h90,  
  8'h88,  
  8'h83,  
  8'hC6,  
  8'hA1,  
  8'h86,  
  8'h8E   
};
logic [3:0] LED [0:3] = '{0, 0, 0, 0};  
logic [7:0] shift_data;
logic [3:0] bit_cnt;
logic [1:0] digit_index;
logic [19:0] counter = 20'd0;
logic [7:0] digit_select [0:3] = '{
  8'b11111000,  
  8'b11110100,  
  8'b11110010,  
  8'b11110001   
};
typedef enum logic [1:0] {
  IDLE,
  SEND_SEGMENT,
  SEND_DIGIT,
  LATCH
} display_state_t;
display_state_t current_state;
logic [15:0] fast_counter = 0;
logic fast_clk = 0;
logic [7:0] prev_bcd_input = 0;
uart_top uart_top_inst (
  .clk(clk), .rst(rst_n), .uart_rx(uart_rx), .led(bcd_input)
);
always_ff @(posedge clk or negedge rst_n) begin
  if (!rst_n) begin
    digit_pos <= 0;
    registers <= '{0, 0, 0, 0};  
    new_data_flag <= 0;
    prev_bcd_input <= 0;
  end else begin
    new_data_flag <= (prev_bcd_input != bcd_input) ? 1 : 0;
    prev_bcd_input <= bcd_input;
    if (new_data_flag) begin
      if (bcd_input == 8'h0D) begin
        LED[0] <= registers[0];
        LED[1] <= registers[1];
        LED[2] <= registers[2];
        LED[3] <= registers[3];
      end
      else if (bcd_input >= 8'h30 && bcd_input <= 8'h39) begin
        registers[digit_pos] <= bcd_input - 8'h30;
        digit_pos <= (digit_pos == 3) ? 0 : digit_pos + 1;
      end
    end
  end
end
always_ff @(posedge clk or negedge rst_n) begin
  if (!rst_n) begin
    fast_counter <= 0;
    fast_clk <= 0;
  end else begin
    if (fast_counter >= 16'd200) begin   
      fast_counter <= 0;
      fast_clk <= ~fast_clk;
    end else begin
      fast_counter <= fast_counter + 1;
    end
  end
end
logic [3:0] delay_cnt;
always_ff @(posedge fast_clk or negedge rst_n) begin
  if (!rst_n) begin
    current_state <= IDLE;
    SCLK <= 1;
    RCLK <= 1;
    DIO <= 0;
    digit_index <= 0;
    bit_cnt <= 0;
    delay_cnt <= 0;
  end else begin
    SCLK <= 1;
    RCLK <= 1;
    DIO <= 0;
    delay_cnt <= 0;
    case (current_state)
      IDLE: begin
        shift_data <= LED_0F[LED[3 - digit_index]]; 
        bit_cnt <= 0;
        current_state <= SEND_SEGMENT;
      end
      SEND_SEGMENT: begin
        if (bit_cnt < 8) begin
          SCLK <= 0;
          DIO <= shift_data[7];
          if (delay_cnt < 2) begin   
            delay_cnt <= delay_cnt + 1;
          end else begin
            SCLK <= 1;
            shift_data <= shift_data << 1;
            bit_cnt <= bit_cnt + 1;
            delay_cnt <= 0;
          end
        end else begin
          shift_data <= digit_select[digit_index];
          bit_cnt <= 0;
          current_state <= SEND_DIGIT;
        end
      end
      SEND_DIGIT: begin
        if (bit_cnt < 8) begin
          SCLK <= 0;
          DIO <= shift_data[7];
          if (delay_cnt < 2) begin   
            delay_cnt <= delay_cnt + 1;
          end else begin
            SCLK <= 1;
            shift_data <= shift_data << 1;
            bit_cnt <= bit_cnt + 1;
            delay_cnt <= 0;
          end
        end else begin
          RCLK <= 0;
          if (delay_cnt < 5) begin   
            delay_cnt <= delay_cnt + 1;
          end else begin
            RCLK <= 1;
            current_state <= LATCH;
          end
        end
      end
      LATCH: begin
        digit_index <= (digit_index == 3) ? 0 : digit_index + 1;
        current_state <= IDLE;
      end
    endcase
  end
end
endmodule
```
**flow/constraint.sdc**
```tcl
current_design uart_rx

set clk_period 3.1
set clk_io_pct 0.2

create_clock -name clk0 -period $clk_period [get_ports {clk}]

set non_clock_inputs [all_inputs -no_clocks]
set_input_delay [expr $clk_period * $clk_io_pct] -clock clk0 $non_clock_inputs
set_output_delay [expr $clk_period * $clk_io_pct] -clock clk0 [all_outputs]
```
**flow/config.mk**
```make
export PLATFORM = sky130hd
export DESIGN_NAME = uart_rx
export DESIGN_NICKNAME = uart_rx
export VERILOG_FILES = /design/flow/design.v
export SDC_FILE = /design/flow/constraint.sdc
export NUM_CORES = 4
export LEC_CHECK = 1
export CORE_AREA = 10 10 109 109
export DIE_AREA = 0 0 119 119
export SYNTH_HDL_FRONTEND = slang
```
**flow/run.sh**
```bash
#!/bin/bash
# OpenROAD 26Q1-2900-gdf79404cd8, Yosys 0.63+post, stock flow scripts
make -C /OpenROAD-flow-scripts/flow DESIGN_CONFIG=/design/flow/config.mk WORK_HOME=/design/flow/orfs finish
```
==> metrics.cfg <==
[synthesis]
ys_cells = 105
fa_ha_area_frac = 0.0331
ys_ff = 22
netlist-cell-type-count = 33
ys_area_um2 = 1130
syn_avg_cell_area_um2 = 10.8
ys_sh_aoi = 0.118
topCellsByArea = dfrtp_1, mux2_2, dfstp_2, o21ai_0, nand2_1
ys_sh_xor = 0
synth_seq_share = 0.488
top_logic_kind = simple AND/OR/NAND/NOR gates
ys_sh_mux = 0.108
synthCells = 105
synth-simple-area-share = 0.222
netlist.area_leader.share = 0.419
top_area_cell = dfrtp_1
synth_area_um2 = 1130
ys_warn_count = 0

[global_route]
grt_max_degree = 23
overflow = 0
first_global_vias = 758
grt_use_total = 0.0323
antenna_found_initial = 0
grt_pass1_wl_mm = 3.81

[flow_run]
max_cap_violations = 0
warnings = 25

[sta]
period_used_share = 0.696
rsz0062_at_grt = false
setup_tns_ns = 0
slew_viol_final = 0
fin_skew_ns = 0.00120
setup_slack_ns = 0.941
max_clock_freq_mhz = 463
finalCriticalPeriod_ns = 2.16
holdWs_ns = 0.426
worstMarginPinSlew_ns = 0.459
maxSlewHeadroom = 0.694
finalHoldViolations = 0
setup_viol = 0

[worst_setup_path]
cp_max_fo = 8
end_kind = register
startpoint_type = input port
r2r_cells = 5
worstSetupPathType = input port to register
cp.arrival_ns = 2.31
critPathRequiredTime_ns = 3.26

[detailed_routing]
drtIter0Drc = 30
met2_length_um = 955
wirelength_mm = 2.30
ant_nets = 0
wl_per_cell_um = 9.09
drc_errors = 0
wl_met3_um = 266
drt-met1-wl_mm = 1.08
vias_per_cell = 3.09
first_pass_iters = 4
via_count = 781
antenna-diode-count = 0
top_layer = met3

[cells_and_area]
mostFrequentLayoutCells = dfrtp_1, clkdlybuf4s50_1, nand2_1
final_common_cell = dfrtp_1
num-fill-cells = 1091
regArea_um2 = 554
post_route_cells_drive_above_1_share = 0.217
logic_area_um2 = 546
area_delta_synth_final_pct = 31.3
finalInstanceArea_um2 = 1490

[clocking]
numCtsBuffers = 3
cts_setup_buffers = 0
tritoncts = built
insertion_delay_ns = 0.26
clock-sinks = 22
cts-root-buf = clkbuf_8
path_clk_slew_ns = 0.08
htreeDepth = 1
clock_path_buffers = 2
hold_buffers = 0
post_cts_resized = 0

[power_and_ir_drop]
p_int_uw = 591
power.leakage_uw = 0.000586
swShare = 0.296
total_power_uw = 840
power.density_nw_per_um2 = 564
power_frac_seq = 0.492
clkPwrFrac = 0.322
switching_power_uw = 249
pwr-share-comb = 0.185
vdd_drop_max_mv = 0.220

[placement]
place_congestion = 0.773
dpl-instance-area_um2 = 1420
dpl_worst_slack_ns = 0.700
port_buffers = 13
place_hpwl_mm = 1.72

[hold_path]
whs_path_depth = 0
hp-class = register to register

[floorplanning]
chipArea_um2 = 14200
initCoreUtil = 0.118
dieWidth_um = 119
core-area_um2 = 9640
ioPinCount = 14
row_count = 36
chipHeight_um = 119

[outcome]
status = finished clean

[power groups by stage]
stage	registers (µW)	clock network, µW	logic (µW)
6_report	414	271	156
5_1_grt	426	290	177
4_1_cts	414	273	158
[sequential cells by signal, summed over array words and instances, names as in the netlist]
register and cells:
bit_index 3, dout 8, rx_done_tick 1, rx_sync0 1, rx_sync1 1, s_cnt 4
state 4
[cells in the mapped netlist]
| master | number |
|---|---|
| nor3b_1 | 1 |
| buf_4 | 2 |
| nor2_1 | 10 |
| nand2_1 | 12 |
| and3_1 | 2 |
| and4b_1 | 1 |
| nand3_2 | 1 |
| a21bo_2 | 1 |
| o311ai_2 | 1 |
| ha_1 | 3 |
| dfstp_2 | 3 |
| o21ai_0 | 9 |
| dfrtp_1 | 19 |
| mux2_2 | 9 |
| a22o_1 | 1 |
| nand4_4 | 1 |
| a21boi_1 | 1 |
| and2b_1 | 1 |
| nor3_1 | 1 |
| and2_1 | 1 |
| o31ai_4 | 1 |
| mux2_1 | 1 |
| nor2b_1 | 1 |
| nand2b_1 | 2 |
| o21ai_1 | 1 |
| inv_1 | 4 |
| nor3_2 | 3 |
| mux2i_1 | 1 |
| and4bb_2 | 1 |
| nand4_1 | 2 |
| nand3_1 | 3 |
| buf_2 | 1 |
| a21oi_1 | 4 |
[routing by layer]
| layer | vias up | global-route usage |
|---|---|---|
| met4 | 0 | 0.00153 |
| met1 | 369 | 0.0429 |
| met3 | 0 | 0.0216 |
| met2 | 12 | 0.0450 |
| li1 | 400 | - |
| met5 | - | 0 |
[stage by stage]
stage	util	instances
2_1_floorplan	-	105
3_3_place_gp	0.147	249
3_5_place_dp	0.147	249
4_1_cts	0.155	253
5_1_grt	0.155	253
6_report	0.155	253
[critical path, cell delays in order]
cell             delay, ns
clkdlybuf4s50_1       0.59
and3_1                0.41
nand3_2               0.18
nor2_1                0.17
mux2_2                0.35
[kinds of logic (layout without fill, tap and decap cells)]
family,count (synthesis),after routing
AND/OR/NAND/NOR,43,43
buffers and inverters,7,22
AND-OR/OR-AND,19,19
multiplexers,11,11
adder cells (fa/ha/maj),3,3
flip-flops,22,22
[final timing paths]
path	start	end	slack (ns)
min	rx_sync0$_DFF_PN1_	rx_sync1$_DFF_PN1_	0.43
max reg2reg	s_cnt[0]$_DFFE_PN0P_	dout[6]$_DFFE_PN0P_	1.21
min reg2reg	rx_sync0$_DFF_PN1_	rx_sync1$_DFF_PN1_	0.43
max	s_tick	dout[6]$_DFFE_PN0P_	0.94
min in group asynchronous	rst	s_cnt[3]$_DFFE_PN0P_	0.70
max in group asynchronous	rst	rx_sync0$_DFF_PN1_	2.12
[area by class of cell]
| class | count | share of cell area |
|---|---|---|
| Multi-Input combinational cell | 76 | 0.366 |
| Clock inverter | 1 | 0.0202 |
| Timing Repair Buffer | 14 | 0.0924 |
| Tap cell | 133 | 0.112 |
| Sequential cell | 22 | 0.372 |
| Inverter | 4 | 0.0101 |
| Clock buffer | 3 | 0.0277 |
Power figures rest on the tool's default switching activity, not on a simulated workload.
